==> flow/design.v <==
`timescale 1ns / 1ps
module Arbiter(Clk, frame, ReqA, ReqB, ReqC, GNTA, GNTB, GNTC );
input ReqA, ReqB, ReqC ,Clk, frame;
output reg GNTA, GNTB, GNTC;
reg GNTA_reg;
reg GNTA_Flag, GNTB_Flag, GNTC_Flag;
always @ (posedge Clk )
begin 
if (!ReqA)        
begin 
GNTA_Flag<=1'b1;
GNTB_Flag<=1'b0; 
GNTC_Flag<=1'b0; 
end
else if (!ReqB)   
begin 
GNTA_Flag<=1'b0;
GNTB_Flag<=1'b1;
GNTC_Flag<=1'b0; 
end
else if (!ReqC)   
begin 
GNTA_Flag<=1'b0;
GNTB_Flag<=1'b0;
GNTC_Flag<=1'b1;  
end
if (ReqA && !frame )
begin GNTA_Flag<= 1'b0;  end
else if (ReqB && !frame)
begin GNTB_Flag<=1'b0;    end
else if (ReqC && !frame)
begin GNTC_Flag<=1'b0;  end
end
always @ (negedge Clk)
begin
GNTA = (GNTA_Flag)?    (!(GNTB_Flag && GNTC_Flag)? 1'b0:1'b1) : 1'b1;
GNTB = (GNTB_Flag)?    (!(GNTA_Flag && GNTC_Flag)? 1'b0:1'b1) : 1'b1;
GNTC = (GNTC_Flag)?    (!(GNTB_Flag && GNTA_Flag)? 1'b0:1'b1) : 1'b1;
end
endmodule
==> flow/run.sh <==
#!/bin/bash
# OpenROAD 26Q1-2900-gdf79404cd8, Yosys 0.63+post, stock flow scripts
make -C /OpenROAD-flow-scripts/flow DESIGN_CONFIG=/design/flow/config.mk WORK_HOME=/design/flow/orfs finish
==> flow/config.mk <==
export PLATFORM = sky130hd
export DESIGN_NAME = Arbiter
export DESIGN_NICKNAME = Arbiter
export VERILOG_FILES = /design/flow/design.v
export SDC_FILE = /design/flow/constraint.sdc
export NUM_CORES = 4
export LEC_CHECK = 1
export CORE_AREA = 10 10 70 70
export DIE_AREA = 0 0 80 80
==> flow/constraint.sdc <==
current_design Arbiter

set clk_period 1.0
set clk_io_pct 0.2

create_clock -name clk0 -period $clk_period [get_ports {Clk}]

set non_clock_inputs [all_inputs -no_clocks]
set_input_delay [expr $clk_period * $clk_io_pct] -clock clk0 $non_clock_inputs
set_output_delay [expr $clk_period * $clk_io_pct] -clock clk0 [all_outputs]
==> results.cfg <==
; synthesis and place-and-route metrics
[setup_path]
cp_slowest_cell = dfxtp_1
cp-end-kind = output pin
r2r-end = GNTB
endpoint = GNTC
r2r-start = GNTC_Flag
crit_path_start = GNTC
reg2reg_setup_slack_ns = 0
critPathMaxStageDelay_ns = 0.28
crit_buf_inv = 1
cp.required_ns = 0.80
path_cells = buf_2
timing.critical_path.from_type = flip-flop
cp.arrival_ns = 1.19
path_depth = 1
criticalPathCategory = flip-flop to output pin
reg2reg_depth = 2
cp_max_fo = 1
crit_family = flip-flops

[clock_network]
clock_path_buffers = 2
path_clk_slew_ns = 0.05
cts_hold_buf = 0
cts_made_buffers = 3
cts-root-buf = clkbuf_4
cts.sinks = 6
cts_tree = built
cts-htree-levels = 1
worst_skew_pair.late_latency_ns = 0.30

[sta]
final-setup-viol-count = 3
drv_slew = 0
rsz0062_at_grt = true
worst_slack_ns = -0.3928
fin_worst_skew_ns = 0.05651
tns_ns = -1.159
tightest_slew_ns = 0.1096
slew_headroom_pct = 92.67
hold_viol_final = 0
fin_hold_ws_ns = 0.4627

[cells_and_area]
fin_cells = 79
fin_area_um2 = 332.8
syn_to_final_growth_pct = 84.72
layout-drive-gt1-share_pct = 30.30

[synth]
yosysChipArea_um2 = 180.2
largest_area_cell = dfxtp_1
synth_top_area_share_pct = 66.67
synthMostInstantiatedCell = nand2_1
syn_inst = 20
synth-edff-count = 0
yosysSeqAreaShare_pct = 66.67
synthTopCellsByArea = dfxtp_1, nand2_1, a21boi_1, inv_1, nand4_1
netlist_area_um2 = 180.2
synth_cell_types = 6
synthFlopType = dfxtp_1
ys_async_sr_fraction_pct = 0
yosys_cells = 20
synth_flops = 6
top_cells_by_count = nand2_1, dfxtp_1, inv_1
avgSynthCellArea_um2 = 9.009
yosysWarnings = 1

[power]
cellLeakagePower_nw = 0.1318
power.density_nw_per_um2 = 1774
vdd_drop_max_v = 0.0003929

[placement]
dp.cells = 73
gp_congestion = 0.7357
pre_cts_slack_ns = -0.4660
port_buffers = 7
placed_area_um2 = 310.3

[route]
drtPass1Iterations = 4
diodes = 0
viasPerCell = 2.114
postRouteWirelength_um = 465
vias = 167
wire_per_inst_um = 5.886
drcViolationCount = 0
dr.first_iter.drc_count = 4
antenna_left = 0

[flow_run]
maxCapViolCount = 0
warning_count = 31

[status]
violations = negative setup slack
outcome = finished, violations left

[floorplanning]
fp.coreArea_um2 = 3416
die_w_um = 80
chipHeight_um = 80
rows = 21
ios = 8
floorplan.core_util_pct = 5.275
fp.dieArea_um2 = 6400

[grt]
grt_max_degree = 5
grt_pass1_vias = 156
antenna_found_initial = 0
grtUsageTotal_pct = 1.600
grt_pass1_wl_um = 690
overflow = 0

[min_path]
hold_path_class = flip-flop to flip-flop
-- worst register-to-register path: stages (launching register included) --
cell and delay, ns:
dfxtp_2 0.33, nand2_1 0.06, nand2_1 0.05
-- report_power, final --
group          total [mW]  switching, mW  internal, mW
Combinational      0.0377         0.0127        0.0251
Sequential          0.266        0.00907         0.257
Clock               0.286          0.118         0.168
Total               0.590          0.140         0.450
-- area by class of cell --
type / instances / area (um^2)
repair buffers: 7 / 55.05
inverters: 1 / 3.754
flip-flops and latches: 6 / 123.9
clock buffers: 4 / 26.28
multi-input cells: 12 / 55.05
well taps: 46 / 57.56
clock inverters: 3 / 11.26
fillers: 408 / 3083
-- worst min-delay path by stage --
stage,start,end,slack [ns],cells after the start
CTS,GNTC_Flag,GNTC_Flag,0.47,2
global route,GNTC_Flag,GNTC_Flag,0.47,2
finish,GNTC_Flag,GNTC_Flag,0.46,2
-- through the flow --
| step | utilization (%) | power [mW] |
|---|---|---|
| 2_1_floorplan | - | 0.3005 |
| 3_3_place_gp | 9.084 | 0.3362 |
| 3_5_place_dp | 9.084 | 0.3381 |
| 4_1_cts | 9.670 | 0.6012 |
| 5_1_grt | 9.744 | 0.6347 |
| 6_report | 9.744 | 0.5904 |
-- what timing repair did --
item	4_1_cts	5_1_grt
resized	10	1
endpoints found under the setup margin	4	6
pin swaps	2	1
buffers inserted	0	0
-- cells in the final DEF (no fill, tap or decap), types with 3 or more instances in the layout --
master | netlist | routed
clkdlybuf4s50_1 | 0 | 4
inv_1 | 2 | 4
buf_2 | 0 | 3
dfxtp_1 | 6 | 3
dfxtp_2 | 0 | 3
nand2_1 | 9 | 8
clkbuf_4 | 0 | 3
-- metal layers --
layer	global-route usage [%]	up-vias	routed length (um)
met2	1.284	15	118
met4	0.1761	0	0
li1	-	87	-
met3	3.409	0	153
met1	1.469	65	193
met5	0	-	0
-- logic make-up (layout without fill, tap and decap cells) --
logic type | count (synthesis) | after routing | share of synthesized area (%)
AND-OR/OR-AND | 2 | 2 | 6.943
buffers and inverters | 2 | 15 | 4.168
flip-flops | 6 | 6 | 66.67
AND/OR/NAND/NOR | 10 | 10 | 22.22
Power figures rest on the tool's default switching activity, not on a simulated workload.
